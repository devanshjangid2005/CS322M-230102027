--- design/flow/design.v ---
`timescale 1ns / 1ps
module pipe_MEM_WB (
  input  logic        clk, reset,
  input  logic [31:0] ReadDataM, ALUResultM, PCPlus4M,
  input  logic [4:0]  RdM,
  output logic [31:0] ReadDataW, ALUResultW, PCPlus4W,
  output logic [4:0]  RdW
);
  always_ff @(posedge clk or posedge reset) begin
    if (reset) begin
      ReadDataW  <= 32'b0;
      ALUResultW <= 32'b0;
      PCPlus4W   <= 32'b0;
      RdW        <= 5'b0;
    end 
    else begin
      ReadDataW  <= ReadDataM;
      ALUResultW <= ALUResultM;
      PCPlus4W   <= PCPlus4M;
      RdW        <= RdM;
    end
  end
endmodule
--- design/flow/run.sh ---
#!/bin/bash
# OpenROAD 26Q1-2900-gdf79404cd8, Yosys 0.63+post, stock flow scripts
make -C /OpenROAD-flow-scripts/flow DESIGN_CONFIG=/design/flow/config.mk WORK_HOME=/design/flow/orfs finish
--- design/flow/config.mk ---
export PLATFORM = sky130hd
export DESIGN_NAME = pipe_MEM_WB
export DESIGN_NICKNAME = pipe_MEM_WB
export VERILOG_FILES = /design/flow/design.v
export SDC_FILE = /design/flow/constraint.sdc
export NUM_CORES = 4
export LEC_CHECK = 1
export CORE_UTILIZATION = 40
--- design/flow/constraint.sdc ---
current_design pipe_MEM_WB

set clk_period 1.0
set clk_io_pct 0.2

create_clock -name clk0 -period $clk_period [get_ports {clk}]

set non_clock_inputs [all_inputs -no_clocks]
set_input_delay [expr $clk_period * $clk_io_pct] -clock clk0 $non_clock_inputs
set_output_delay [expr $clk_period * $clk_io_pct] -clock clk0 [all_outputs]
==> reports/qor.csv <==
metric;value;unit
worstPathMaxFanout;1;
syn_inst;102;
powerDensity;1640;nW/um^2
drtAntennaViolNets;0;
top_cell;dfrtp_1;
ios;204;
fp_util;42.0;%
tool_warnings;29;
relSlewSlack;87.7;%
critPathTopFamily;flip-flops;
finalSetupViolCount;96;
setup.worst_path.class;reg2out;
ctsRootBufferMaster;clkbuf_8;
ys_seq_share;99.9;%
drive_above_1_share;37.2;%
num-fill-cells;420;
rows;28;
combPwrFrac;9.4;%
wl;6780;um
vias_per_cell;4.17;
finalClockPeriodUsage;110;%
core-area;6030;um^2
synthAdderAreaFrac;0;%
max_freq;0.913;GHz
diodes;0;
end_kind;output pin;
antenna_found_initial;0;
seqCellArea;2530;um^2
finalHoldViolations;0;
start_kind;flop;
compound_area_share;0;%
grt_overflow;0;
async_reset_ff_share;100;%
layout_setup_ws;-95.3;ps
swShare;20.2;%
ff_type;dfrtp_1;
routabilityCongestion;0.842;
clk_pin_slew;90;ps
synthDominantCellAreaShare;99.9;%
yosys-stat-cells;102;
grt_usage;22.3;%
ys_area;2530;um^2
route.detailed.drc;0;
rsz0062_at_grt;true;
routedWlPerCell;16.9;um
logic_family;buffers and inverters;
hpwl;5020;um
pwr-share-seq;60.3;%
path_buffers;1;
drt_iter0_drc;48;
fin_crit;1100;ps
synthMuxAreaShare;0;%
area_growth_syn_to_layout;73.7;%
synthSimpleGateAreaFrac;0;%
htreeDepth;3;
worstPathCellList;buf_2;
ys_sh_xor;0;%
hold_class;in2reg;
die_w;81.6;um
cp_data_arrival_time;900;ps
yosys.area.top_type;dfrtp_1;
p_total;7.19;mW
dpl_worst_slack;-40.3;ps
p_leak;2.09;nW
cts_setup_buffers;0;
synthTopCellsByCount;dfrtp_1 (101), inv_1 (1);
multiInputCombCellCount;0;
numPortBuffers;203;
yosys-top-cells-area;dfrtp_1 (100%), inv_1 (0.15%);
synth_area;2530;um^2
syn_area_per_cell;24.8;um^2
edf_count;0;
crit_required;800;ps
drt-pass1-iter-count;2;
cts.path.max_buffers;2;
cts_tree;done;
die-area;6650;um^2
yosys_warnings;1;
internal-power;5.74;mW
ys_ff;101;
grt_start_max_net_pins;37;
grt_pass1_vias;1769;
violations;negative setup slack;
clkPwrFrac;30.3;%
max-cap-violations;0;
comb_area;0;um^2
dieHeight;81.6;um
worst_pin_slew;184;ps
irDropWorstVdd;1.30;mV
critical-path-max-stage-delay;410;ps
numCtsBuffers;9;
grt_pass1_wl;9880;um
status;finished, violations left;
numClockSinks;101;
synthDistinctLibCells;2;
tns;-1870;ps
switching_power;1.45;mW
num_vias;1668;
slowest_stage;dfrtp_1;
slew_violations;0;
## final timing paths
path	startpoint	endpoint	slack, ps	cells past startpoint
setup / recovery	PCPlus4W[0]$_DFF_PP0_	PCPlus4W[0]	-100	1
hold / removal	ReadDataM[6]	ReadDataW[6]$_DFF_PP0_	280	1
max in group asynchronous	reset	ALUResultW[15]$_DFF_PP0_	460	3
min in group asynchronous	reset	ALUResultW[28]$_DFF_PP0_	330	3
## cell type report
class | instances | share of cell area, %
clock inverter | 4 | 0.569
timing repair buffer | 208 | 36.4
tap | 75 | 2.13
clock buffer | 11 | 3.22
sequential | 101 | 57.5
inverter | 1 | 0.171
## per-layer routing
layer	vias to the layer above	share of wire (%)	GRT usage, %
met5	-	0	0
met4	0	1.8	3.57
met3	9	14	10.7
met2	120	50	35.3
met1	793	34	30.0
li1	746	-	-
## timing repair
action | in CTS | in global routing
resized | 313 | 0
setup endpoints to repair | 101 | 101
hold buffers | 0 | 0
## power groups by stage
| stage | sequential (mW) | combinational (mW) | clock [mW] |
|---|---|---|---|
| after CTS | 4.34 | 0.697 | 2.26 |
| after global routing | 4.36 | 0.750 | 2.42 |
| final | 4.33 | 0.677 | 2.18 |
## kinds of logic after synthesis
group / Yosys count
flops: 101
buf+inv: 1
## flip-flops by register name, summed over array words and instances (netlist names)
signal and cells:
ALUResultW 32, PCPlus4W 32, ReadDataW 32, RdW 5
## stage by stage
stage	util (%)	cell area (um^2)	std cells	hold WS, ps
after detailed placement	78.6	4740	385	648
after global routing	73.0	4400	400	254
after floorplan	-	2530	102	231
after global placement	78.6	4740	385	644
after CTS	73.0	4400	400	264
final	73.0	4400	400	282
## cells in the final DEF, fill, tap and decap left out
master / count
buf_12: 3
buf_2: 101
buf_4: 2
clkbuf_1: 1
clkbuf_8: 10
clkdlybuf4s50_1: 102
clkinv_2: 2
clkinvlp_4: 3
dfrtp_1: 101
Power and IR drop assume default switching activity.
