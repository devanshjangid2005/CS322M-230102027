===== design/flow/config.mk =====
export PLATFORM = sky130hd
export DESIGN_NAME = pipe_EX_MEM
export DESIGN_NICKNAME = pipe_EX_MEM
export VERILOG_FILES = /design/flow/design.v
export SDC_FILE = /design/flow/constraint.sdc
export NUM_CORES = 4
export LEC_CHECK = 1
export CORE_UTILIZATION = 40

===== design/flow/constraint.sdc =====
current_design pipe_EX_MEM

set clk_period 1.0
set clk_io_pct 0.2

create_clock -name clk0 -period $clk_period [get_ports {clk}]

set non_clock_inputs [all_inputs -no_clocks]
set_input_delay [expr $clk_period * $clk_io_pct] -clock clk0 $non_clock_inputs
set_output_delay [expr $clk_period * $clk_io_pct] -clock clk0 [all_outputs]

===== design/flow/design.v =====
`timescale 1ns / 1ps
module pipe_EX_MEM (
  input  logic        clk, reset,
  input  logic [31:0] ALUResultE, WriteDataE, PCPlus4E,
  input  logic [4:0]  RdE,
  output logic [31:0] ALUResultM, WriteDataM, PCPlus4M,
  output logic [4:0]  RdM
);
  always_ff @(posedge clk or posedge reset) begin
    if (reset) begin
      ALUResultM <= 32'b0;
      WriteDataM <= 32'b0;
      PCPlus4M   <= 32'b0;
      RdM        <= 5'b0;
    end 
    else begin
      ALUResultM <= ALUResultE;
      WriteDataM <= WriteDataE;
      PCPlus4M   <= PCPlus4E;
      RdM        <= RdE;
    end
  end
endmodule

===== design/flow/run.sh =====
#!/bin/bash
# OpenROAD 26Q1-2900-gdf79404cd8, Yosys 0.63+post, stock flow scripts
make -C /OpenROAD-flow-scripts/flow DESIGN_CONFIG=/design/flow/config.mk WORK_HOME=/design/flow/orfs finish

==> results.json <==
{
  "log.warning_count": 29,
  "path_clk_slew_ns": 0.09,
  "worst_slack_ns": -0.0953,
  "cp.arrival_ns": 0.90,
  "chip_area_sq_um": 6650,
  "syn-mean-instance-area_sq_um": 24.8,
  "synth_top_cell_by_count": "dfrtp_1",
  "grt_overflow": 0,
  "crit_path_end_kind": "primary output",
  "synthToLayoutAreaGrowth_pct": 73.7,
  "hp-start": "WriteDataE[6]",
  "largest_area_cell": "dfrtp_1",
  "worst-path-buf-inv": 1,
  "p_per_area_nw_per_um2": 1640,
  "fin_crit_sh": 1.10,
  "initialDrtViolationCount": 48,
  "maxSlewViolCount": 0,
  "clock-root-buffer": "clkbuf_8",
  "drtPass1Iterations": 2,
  "yosys-stat-area_sq_um": 2530,
  "setup_violations": 96,
  "max_stage_delay_ns": 0.41,
  "netlist_top_cells_count": "101 x dfrtp_1, 1 x inv_1",
  "p_leak_nw": 2.09,
  "viasPerCell": 4.17,
  "cp-start-kind": "flip-flop",
  "cts_buffers": 9,
  "crit_path_max_fanout": 1,
  "yosysTopAreaCellShare": 0.999,
  "grt_pass1_wl_microns": 9880,
  "status": "finished with violations",
  "critPathLaunch": "PCPlus4M[0]",
  "cts.sinks": 101,
  "grt_start_max_net_pins": 37,
  "grt_pass1_vias": 1769,
  "worst_slew_pin_slew_ns": 0.184,
  "ant_nets": 0,
  "routed_wl_microns": 6780,
  "yosysWarnings": 1,
  "cts_setup_buffers": 0,
  "core-area_sq_um": 6030,
  "ys_types": 2,
  "hold_class": "in2reg",
  "required_ns": 0.80,
  "logic_area_sq_um": 0,
  "utilization": 0.730,
  "ff_type": "dfrtp_1",
  "ys_seq_share": 0.999,
  "violations": "negative setup slack",
  "topCellsByArea": "dfrtp_1 100%, inv_1 0.15%",
  "crit_type": "reg2out",
  "port_buffers": 203,
  "drcViolationCount": 0,
  "crit_path_top_delay_cell": "dfrtp_1",
  "async_flop_share": 1.00,
  "die_y_microns": 81.6,
  "cap_violations": 0,
  "track_usage": 0.223,
  "layout-drive-gt1-share": 0.372,
  "placed_cell_area_sq_um": 4740,
  "fp-utilization": 0.420,
  "vdd.ir_drop.worst_mv": 1.30,
  "h-tree-depth": 3,
  "antenna_found_initial": 0,
  "hpwl_microns": 5020,
  "edf_count": 0,
  "ys_ff": 101,
  "place_congestion": 0.842,
  "fmax_ghz": 0.913,
  "vias": 1668,
  "hold_violations": 0,
  "nFillCells": 420,
  "num_rows": 28,
  "io-pin-count": 204,
  "n_antenna_cell": 0,
  "crit_chain": "buf_2",
  "dpl_worst_slack_ns": -0.0403,
  "routedWlPerCell_microns": 16.9,
  "logic_gates": 0,
  "slew_headroom": 0.877,
  "dieWidth_microns": 81.6,
  "synth_area_sq_um": 2530,
  "finalCriticalPeriod_ns": 1.10,
  "clock_path_buffers": 2,
  "rsz0062_at_grt": "yes",
  "tritoncts": "built",
  "ctsHoldBuffers": 0,
  "yosys-stat-cells": 102,
  "synthCells": 102,
  "stdcell_area_sq_um": 4400,
  "path_delay_family": "flip-flops"
}
worst paths after layout:
kind | endpoint | cells past startpoint | slack, ns
min in group asynchronous | ALUResultM[28] | 3 | 0.33
hold / removal | WriteDataM[6] | 1 | 0.28
max in group asynchronous | ALUResultM[15] | 3 | 0.46
setup / recovery | PCPlus4M[0] | 1 | -0.1
metrics by stage:
step / hold slack [ns] / setup TNS (ns) / total power, mW / cells
finish: 0.282 / -1.87 / 7.19 / 400
floorplan: 0.231 / -40.76 / 4.42 / 102
global route: 0.254 / -7.10 / 7.53 / 400
CTS: 0.264 / -4.14 / 7.29 / 400
global placement: 0.644 / -0.0171 / 5.29 / 385
detailed placement: 0.648 / -0.0629 / 5.31 / 385
logic make-up (layout without fill, tap and decap cells):
family                 count (synthesis)  after routing  synth area share
buffers and inverters                  1            224           0.00148
flip-flops                           101            101             0.999
where the power goes:
group,total [mW],internal (mW),switching (mW)
Clock,2.18,0.951,1.23
Sequential,4.33,4.28,0.0499
Combinational,0.677,0.503,0.175
Total,7.19,5.74,1.45
metal layers:
metal | wire, microns | vias to the layer above | share of wire | GRT usage
li1 | - | 746 | - | -
met3 | 982 | 9 | 0.14 | 0.107
met1 | 2270 | 793 | 0.34 | 0.300
met4 | 121 | 0 | 0.018 | 0.0357
met5 | 0 | - | 0 | 0
met2 | 3400 | 120 | 0.50 | 0.353
sequential cells by signal (all words and copies together), names as in the netlist:
signal      count
ALUResultM     32
PCPlus4M       32
RdM             5
WriteDataM     32
layout by cell type (no fill, tap or decap):
master,instances
clkinv_2,2
buf_4,2
clkinvlp_4,3
clkdlybuf4s50_1,102
clkbuf_8,10
buf_2,101
clkbuf_1,1
buf_12,3
dfrtp_1,101
what timing repair did:
| action | in CTS | in global routing |
|---|---|---|
| endpoints found under the setup margin | 101 | 101 |
| gates resized | 313 | 0 |
| pin swaps | 0 | 0 |
final cells by class:
cell class	count	area, sq um	area share
Tap cell	75	93.8	0.0213
Inverter	1	7.51	0.00171
Clock inverter	4	25.0	0.00569
Clock buffer	11	141	0.0322
Sequential cell	101	2530	0.575
Timing Repair Buffer	208	1600	0.364
Power and IR drop assume default switching activity.
